### design/flow/run.sh
#!/bin/bash
# OpenROAD 26Q1-2900-gdf79404cd8, Yosys 0.63+post, stock flow scripts
make -C /OpenROAD-flow-scripts/flow DESIGN_CONFIG=/design/flow/config.mk WORK_HOME=/design/flow/orfs finish
### design/flow/config.mk
export PLATFORM = sky130hd
export DESIGN_NAME = instruction_memory
export DESIGN_NICKNAME = instruction_memory
export VERILOG_FILES = /design/flow/design.v
export SDC_FILE = /design/flow/constraint.sdc
export NUM_CORES = 4
export LEC_CHECK = 1
export CORE_AREA = 10 10 70 70
export DIE_AREA = 0 0 80 80
### design/flow/constraint.sdc
current_design instruction_memory

set clk_period 2.3
set clk_io_pct 0.2

create_clock -name clk0 -period $clk_period

set non_clock_inputs [all_inputs -no_clocks]
set_input_delay [expr $clk_period * $clk_io_pct] -clock clk0 $non_clock_inputs
set_output_delay [expr $clk_period * $clk_io_pct] -clock clk0 [all_outputs]
### design/flow/design.v
module instruction_memory #(
    parameter DEPTH = 32
) (
    input  [31:0] addr,       
    output [31:0] instruction
);
    integer i;
    logic [31:0] imem [0:DEPTH-1];
    initial begin
        imem[0] = 32'h2001_0005;  
        imem[1] = 32'h2002_000A;  
        imem[2] = 32'h0022_1820;  
        imem[3] = 32'hAC03_0000;  
        imem[4] = 32'h8C04_0000;  
        imem[5] = 32'h1022_0001;  
        imem[6] = 32'h0800_0008;  
        imem[7] = 32'h2005_0064;  
        imem[8] = 32'h0000_0000;  
        for (i = 9; i < DEPTH; i++) 
        imem[i] = 32'h0000_0000;
        end
    assign instruction = imem[addr[6:2]];
endmodule
==> flow_metrics.tcl <==
# collected from the flow reports
set metrics [dict create \
    stdcell_count 129 \
    rsz0062_at_grt "no" \
    holdPathStages 5 \
    fp_util_pct 12.5 \
    finalSetupViolCount 0 \
    post-place-ws_ps -396 \
    drc 0 \
    slew_viol_final 0 \
    dp_hpwl_um 1080 \
    setup_ws_ps 91.2 \
    wl_um 1270 \
    grt_pass1_wl_um 2010 \
    avgSynthCellArea_um2 7.73 \
    antenna_cells 0 \
    ys_area_um2 425 \
    fp.dieH_um 80 \
    p_per_area_nw_per_um2 116 \
    cp.arrival_ps 1750 \
    ys_seq_share_pct 0 \
    peakVddDrop_uv 39.2 \
    chipArea_um2 6400 \
    fmax_mhz 453 \
    routed-wl-met2_um 540 \
    final_common_cell "dlygate4sd2_1" \
    num_vias 387 \
    vias_per_cell 3.00 \
    gr-total-overflow 0 \
    crit_fanout 9 \
    rows 21 \
    min_period_ps 2210 \
    outcome "completed" \
    min_from "addr[2]" \
    placed_area_um2 662 \
    dr_wl_met3_um 147 \
    start_kind "input pin" \
    stdcell_area_um2 753 \
    area_delta_synth_final_pct 77.1 \
    finalHoldViolations 0 \
    grt_pass1_vias 415 \
    place_congestion 0.770 \
    seq_cells 0 \
    wl_per_cell_um 9.87 \
    cp.required_ps 1840 \
    dr.pass1.iters 4 \
    ant_nets 0 \
    min_period_over_period_pct 96.0 \
    ys_types 19 \
    synthesis.instances 55 \
    regArea_um2 0 \
    holdCritPathClass "input pin to output port" \
    num-clock-buffers 0 \
    n_fill_cell 393 \
    most-common-layout-cells "dlygate4sd2_1, conb_1, buf_4" \
    ys_cells 55 \
    whs_endpoint "instruction[18]" \
    place_inst 125 \
    path_class "input pin to output port" \
    drtIter0Drc 5 \
    grt_max_degree 11 \
    antenna_found_initial 0 \
    max-cap-violations 0 \
    holdBufCountCts 0 \
    pin_count 64 \
    ys_warn_count 1 \
    drive_gt1_share_pct 41.0 \
    die_w_um 80 \
    warnings 62 \
    endpoint_kind "output port" \
    syn_area_um2 425 \
    wl_met1_um 585 \
    fp.coreArea_um2 3420 \
    port-buffer-count 22 \
    power.leakage_nw 0.387 \
    highest_layer "met3" \
    track_usage_pct 3.74 \
]
power breakdown:
| group | switching (mW) | internal [mW] | leakage [nW] | total [mW] |
|---|---|---|---|---|
| clock network | 0 | 0 | 0 | 0 |
| registers | 0 | 0 | 0 | 0 |
| logic | 0.0386 | 0.0490 | 0.387 | 0.0876 |
| total | 0.0386 | 0.0490 | 0.387 | 0.0876 |
synthesized netlist by cell type:
| master | instances | area share (%) |
|---|---|---|
| buf_4 | 18 | 32 |
| a21oi_2 | 5 | 10 |
| nand2b_1 | 5 | 7.4 |
| ha_1 | 4 | 12 |
| nor2_2 | 4 | 5.9 |
| nand2_1 | 3 | 2.6 |
| a211oi_2 | 2 | 5.9 |
| a21oi_1 | 2 | 2.4 |
| inv_1 | 2 | 1.8 |
| buf_12 | 1 | 4.7 |
| buf_6 | 1 | 2.6 |
| conb_1 | 1 | 0.88 |
| mux2i_1 | 1 | 2.4 |
| nor2_1 | 1 | 0.88 |
| nor2_4 | 1 | 2.6 |
| nor2b_1 | 1 | 1.5 |
| nor3b_1 | 1 | 1.8 |
| or2_1 | 1 | 1.5 |
| or2_2 | 1 | 1.5 |
routing by layer:
layer	vias to the layer above	GRT usage, %
li1	201	-
met1	164	5.01
met2	22	6.02
met3	0	1.25
met4	0	0
met5	-	0
final cells by class:
cell class	instances	area [µm²]	share of cell area (%)
tap	46	57.6	7.64
timing repair buffer	34	314	41.7
inverter	2	7.51	0.997
multi-input combinational	47	374	49.7
kinds of logic (layout without fill, tap and decap cells):
logic type | count (synthesis) | after routing | share of synthesized area, %
AND/OR/NAND/NOR | 18 | 18 | 25.6
buffers and inverters | 22 | 36 | 40.9
multiplexers | 1 | 1 | 2.35
adder cells (fa/ha/maj) | 4 | 4 | 11.8
AND-OR/OR-AND | 9 | 9 | 18.5
other | 1 | 15 | 0.882
worst max-delay path, cell delays in order:
cell,delay [ps]
clkdlybuf4s50_1,400
or2_4,280
buf_4,150
buf_12,140
a21oi_1,100
dlygate4sd2_1,210
worst max-delay path by stage:
stage / startpoint / slack [ps] / cells past startpoint / end
CTS: addr[6] / 30 / 4 / instruction[18]
global route: addr[5] / 20 / 6 / instruction[21]
finish: addr[5] / 90 / 6 / instruction[21]
what timing repair did:
action,4_1_cts,5_1_grt
pin swaps,0,1
gates resized,36,2
setup buffers,2,2
endpoints found under the setup margin,17,2
per-stage QoR:
stage	hold WS [ps]	total power [mW]	util (%)	setup TNS, ps
floorplan	951	0.0542	-	0
global placement	2020	0.0765	19.4	-2830
detailed placement	2030	0.0770	19.4	-3130
CTS	1620	0.0864	21.5	0
global route	1610	0.0973	22.1	0
finish	1560	0.0876	22.1	0
Power and IR drop assume default switching activity.
