`/design/flow/run.sh`:
```
#!/bin/bash
# OpenROAD 26Q1-2900-gdf79404cd8, Yosys 0.63+post, stock flow scripts
make -C /OpenROAD-flow-scripts/flow DESIGN_CONFIG=/design/flow/config.mk WORK_HOME=/design/flow/orfs finish
```
`/design/flow/config.mk`:
```
export PLATFORM = sky130hd
export DESIGN_NAME = reg_file
export DESIGN_NICKNAME = reg_file
export VERILOG_FILES = /design/flow/design.v
export SDC_FILE = /design/flow/constraint.sdc
export NUM_CORES = 4
export LEC_CHECK = 1
export CORE_UTILIZATION = 50
```
`/design/flow/constraint.sdc`:
```
current_design reg_file

set clk_period 27.9
set clk_io_pct 0.2

create_clock -name clk0 -period $clk_period [get_ports {clk}]

set non_clock_inputs [all_inputs -no_clocks]
set_input_delay [expr $clk_period * $clk_io_pct] -clock clk0 $non_clock_inputs
set_output_delay [expr $clk_period * $clk_io_pct] -clock clk0 [all_outputs]
```
`/design/flow/design.v`:
```
module reg_file(
    input clk, 
    input rst,
    input [4:0] rs1,
    input [4:0] rs2,
    input [4:0] rd,
    input [31:0] write_data,
    input write_enable,
    output [31:0] rs1_data,
    output [31:0] rs2_data
);
reg [31:0] registers [0:31];  
integer i;
always @(posedge clk or posedge rst) begin
    if (rst) begin
        for (i = 0; i < 32; i = i + 1) begin
            registers[i] <= 32'b0;  
        end
    end else begin
        if (write_enable && rd != 5'b0) begin
            registers[rd] <= write_data;
        end
    end
end
assign rs1_data = (rst) ? 32'b0 : registers[rs1];
assign rs2_data = (rst) ? 32'b0 : registers[rs2];
endmodule 
```
==> README.md <==
| Stage | Metric | This run |
|:---|:---|:---|
| sta | Hold_ws | 0.399 ns |
| global routing | Number of antenna violations at the first check in global routing | 4 |
| placement | DP Cell Count | 5582 |
| finish | Number of fillers in the final layout | 8242 |
| sta | Final hold violations | 0 |
| synthesis | Combinational family with the most area after synthesis | multiplexers |
| worst setup path | Slowest Stage Delay on Critical Path | 0.86 ns |
| routing | Total wire length after detailed routing | 254 mm |
| cts | CTS Hold Buffers Added | 0 |
| synthesis | Number of cells in Yosys stat | 4361 |
| floorplanning | Number of core rows | 116 |
| synthesis | Share of synthesized cell area in and-or and or-and compound cells | 15.8% |
| floorplanning | Boundary Pins | 114 |
| synthesis | Flops & latches, synth | 1024 |
| min path | Kind of path behind the tightest hold check | reg -> reg |
| synthesis | Synthesized instance count | 4361 |
| global routing | Total gr overflow | 0 |
| synthesis | Simple-Gate Fraction of Synth Area | 7.51% |
| worst setup path | Maximum fanout along the worst path | 25 |
| placement | Detailed Place HPWL | 148 mm |
| floorplanning | Chip area | 103000 um^2 |
| sta | Part of the cycle the worst path needs | 56.5% |
| cts | Clock Tree Root | sky130_fd_sc_hd__clkbuf_16 |
| cts | Post-cts sizing count | 0 |
| floorplanning | Vertical die size | 321 um |
| synthesis | Synthesized chip area reported by yosys | 51000 um^2 |
| floorplanning | Fp_density | 50.7% |
| sta | PnR worst setup slack | 12.14 ns |
| cts | CTS H-Tree Depth | 3 |
| finish | Most flops, register | registers |
| cts | Deepest clock path buffer count | 3 |
| placement | Setup slack at placement | 12.55 ns |
| routing | Number of routed nets with antenna violations | 0 |
| sta | Sum Neg Setup Slack | 0 ns |
| sta | Final Skew | 0 ns |
| worst setup path | Data required time at the worst endpoint | 22.32 ns |
| synthesis | Netlist area before placement | 51000 um^2 |
| run | Max-cap violations | 0 |
| floorplanning | X dimension of the die | 321 um |
| pwr | Part of the total power dissipated in combinational logic | 13.0% |
| global routing | Most heavily used metal layer in global routing | met2 |
| routing | Post-DR wirelength/cell | 43.9 um |
| pwr | Net Sw Frac | 28.2% |
| pwr | Net switching component of the power | 0.00118 W |
| routing | DRT Pass-1 Iters | 13 |
| global routing | GR Layer Usage met1 | 65.6% |
| global routing | Met2 demand-to-capacity share in global routing | 66.2% |
| cts | Clock latency reported for the late side of the worst-skew pair | 0.70 ns |
| global routing | First-pass GRT wire length | 349 mm |
| run | Warning total across the stage logs | 34 |
| synthesis | XOR-XNOR Cells, Area Fraction | 0% |
| routing | DRC viols | 0 |
| synthesis | Seq share, synth | 50.3% |
| finish | Layout Area Growth over Synthesis | 13.4% |
| pwr | Total power density per cell area | 72.3 nW/um^2 |
| sta | Crit path time final | 15.76 ns |
| finish | Largest register FFs | 1024 |
| cts | Post CTS Setup Buffer Count | 0 |
| cts | Clock slew seen by the registers of the worst setup and hold paths | 0.06 ns |
| sta | Max-slew headroom at the worst pin | 22.3% |
| worst setup path | Kind of capture point of the worst setup path | output pin |
| synthesis | Yosys warning count | 2 |
| finish | Registers with the highest flip-flop counts | registers (1024) |
| synthesis | Average footprint of a synthesized cell | 11.7 um^2 |
| finish | Final instance count without filler cells | 5792 |
| sta | Total count of max-transition violations in the final report | 0 |
| pwr | Clock Power Share | 37.9% |
| placement | Placer's final routability congestion estimate | 1.05 |
| floorplanning | Placeable core region | 101000 um^2 |
| sta | Transition time at the pin with the least slew margin | 1.16 ns |
| pwr | Worst-case vdd ir drop | 0.0515 mV |
| global routing | Total global routing track utilization | 51.9% |
| pwr | Cell internal power dissipation | 0.00300 W |
| synthesis | Number of synthesized flops with an enable pin | 0 |
| cts | CTS sink count | 1024 |
| finish | Proportion of layout cells with a drive suffix above 1 | 33.2% |
| worst setup path | Worst Setup Start Kind | primary input |
| global routing | Maximum number of pins on one net before global-route repair | 116 |
| status | Outcome | finished clean |
| synthesis | Post-synthesis mux area share | 22.3% |
| sta | Unrepaired setup endpoints after global routing | false |
| cts | CTS Buf Count | 112 |
| routing | Initial DRC count | 5742 |
| synthesis | Dominant Register Cell | sky130_fd_sc_hd__dfrtp_1 |
| worst setup path | List of cells traversed by the critical path | clkdlybuf4s50_1, buf_4, nand2b_1, nor2_4, buf_4, a22oi_1, nand4_1, nor2_1, a211oi_1, clkdlybuf4s50_1 |
| placement | Port Buffer Count | 113 |
| routing | Routed via count | 43980 |
| cts | CTS tree | done |
| synthesis | Adder-Cell Fraction of Synth Area | 0% |
| worst setup path | Worst Path Arrival | 10.18 ns |
| pwr | Lkg Pwr | 25.3 nW |
| routing | Detailed-route vias per instance | 7.59 |
| global routing | Met3 Resource Use GR | 34.8% |
| global routing | Via count of the first global-routing pass | 43649 |
| sta | Number of setup violations in the final report | 0 |
| pwr | Fraction of power consumed by sequential logic | 49.1% |
| synthesis | Share of flip-flops with an asynchronous set or reset | 100% |
| worst setup path | Kind of critical path | in -> out |
| synthesis | Post-synth cell types | 67 |
| worst setup path | Max stage delay cell, worst path | sky130_fd_sc_hd__nor2_4 |
| sta | Fmax | 0.0635 GHz |
[kinds of logic after synthesis]
family | Yosys count
muxes | 1009
and+or+nand+nor | 787
AOI/OAI and AO/OA | 1073
DFF | 1024
buffers and inverters | 468
[cell type report]
class / count / area (um^2) / share of cell area (%)
diodes: 10 / 25.0 / 0.0433
clock buffers: 148 / 3170 / 5.49
clock inverters: 52 / 711 / 1.23
inverters: 9 / 37.5 / 0.0650
multi-input cells: 2869 / 23800 / 41.2
flip-flops and latches: 1024 / 25600 / 44.3
well taps: 1357 / 1700 / 2.94
repair buffers: 323 / 2720 / 4.71
[metal layers]
| metal | share of wire (%) | vias up |
|---|---|---|
| met3 | 18 | 1418 |
| met5 | 0.17 | - |
| met2 | 39 | 4050 |
| met1 | 34 | 21870 |
| li1 | - | 16620 |
| met4 | 8.7 | 22 |
[worst max-delay path: cells and delay by family]
family	cells	cell delay [ns]
buffers and inverters	4	2.02
and+or+nand+nor	4	1.58
AOI/OAI and AO/OA	2	0.96
[metrics by stage]
stage / utilization (%) / power [W] / area, um^2
global placement: 53.6 / 0.00257 / 53900
finish: 57.4 / 0.00418 / 57800
detailed placement: 53.6 / 0.00258 / 53900
CTS: 57.4 / 0.00415 / 57800
floorplan: - / 0.00232 / 51000
global route: 57.4 / 0.00429 / 57800
[cells in the final DEF (no fill, tap or decap), types with 32 or more instances in the layout]
| master | synthesis | routed |
|---|---|---|
| sky130_fd_sc_hd__nand3_1 | 61 | 58 |
| sky130_fd_sc_hd__nor4_1 | 37 | 37 |
| sky130_fd_sc_hd__mux2_2 | 966 | 966 |
| sky130_fd_sc_hd__clkdlybuf4s50_1 | 0 | 108 |
| sky130_fd_sc_hd__dfrtp_1 | 1024 | 1024 |
| sky130_fd_sc_hd__nor3_1 | 70 | 67 |
| sky130_fd_sc_hd__a22oi_1 | 827 | 827 |
| sky130_fd_sc_hd__nor2_4 | 8 | 71 |
| sky130_fd_sc_hd__nand4_1 | 96 | 96 |
| sky130_fd_sc_hd__buf_4 | 20 | 208 |
| sky130_fd_sc_hd__nor2_1 | 170 | 118 |
| sky130_fd_sc_hd__nand2_1 | 253 | 240 |
| sky130_fd_sc_hd__clkbuf_16 | 0 | 113 |
| sky130_fd_sc_hd__mux2_1 | 32 | 32 |
| sky130_fd_sc_hd__a211oi_1 | 47 | 47 |
[worst paths after layout]
path,startpoint,to,slack [ns],depth (start not counted)
hold reg to reg,registers[0][4],registers[0][4],0.40,0
setup reg to reg,registers[12][26],registers[12][26],26.92,1
min in group asynchronous,rst,registers[15][6],5.08,3
hold / removal,registers[0][4],registers[0][4],0.40,0
max in group asynchronous,rst,registers[6][15],20.24,6
setup / recovery,rs2[4],rs2_data[31],12.14,10
[power groups by stage]
stage / Sequential (W) / Combinational [W] / Clock (W)
finish: 0.00205 / 0.000542 / 0.00158
global route: 0.00207 / 0.000575 / 0.00164
CTS: 0.00203 / 0.000530 / 0.00159
[cells in the mapped netlist, types with 4 or more instances]
cell type                   instances  area [um^2]
sky130_fd_sc_hd__nand4_1           96          601
sky130_fd_sc_hd__nor2_4             8         90.1
sky130_fd_sc_hd__nand3b_1          12         90.1
sky130_fd_sc_hd__mux2_1            32          360
sky130_fd_sc_hd__buf_4             20          150
sky130_fd_sc_hd__nor3_1            70          350
sky130_fd_sc_hd__or3b_1             4         35.0
sky130_fd_sc_hd__and2_1             4         25.0
sky130_fd_sc_hd__and3_1            16          100
sky130_fd_sc_hd__a22o_1            18          158
sky130_fd_sc_hd__a311oi_1           8         70.1
sky130_fd_sc_hd__dfrtp_1         1024        25600
sky130_fd_sc_hd__a32oi_1           15          131
sky130_fd_sc_hd__clkbuf_1         209          785
sky130_fd_sc_hd__a221oi_1          25          219
sky130_fd_sc_hd__nand3_1           61          305
sky130_fd_sc_hd__a211oi_1          47          353
sky130_fd_sc_hd__nor3b_1            4         30.0
sky130_fd_sc_hd__a222oi_1          29          290
sky130_fd_sc_hd__nand2_1          253          950
sky130_fd_sc_hd__buf_2            193          966
sky130_fd_sc_hd__nor2_2            11         68.8
sky130_fd_sc_hd__nor4_1            37          231
sky130_fd_sc_hd__mux2_2           966        10900
sky130_fd_sc_hd__buf_1             35          131
sky130_fd_sc_hd__a22oi_1          827         6210
sky130_fd_sc_hd__nor2_1           170          638
sky130_fd_sc_hd__or3_1              4         25.0
sky130_fd_sc_hd__a2111oi_0          7         61.3
sky130_fd_sc_hd__o21ai_0           27          135
sky130_fd_sc_hd__nor2b_1            6         37.5
sky130_fd_sc_hd__a21oi_1           29          145
sky130_fd_sc_hd__inv_1              9         33.8
sky130_fd_sc_hd__mux2i_1           11          110
sky130_fd_sc_hd__nand2b_1          14         87.6
sky130_fd_sc_hd__a31oi_1           13         81.3
Power figures rest on the tool's default switching activity, not on a simulated workload.
